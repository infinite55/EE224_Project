==> design/flow/design.v <==
module mul(input signed [16:0] a, input signed [16:0] b, output reg signed  [16:0] d);
    reg signed [33:0] sum;
    always @* begin
      sum = a * b ;
      d = sum >>> 15;
	end
endmodule
module cmul(input signed [16:0] x1, 
	 input signed [16:0] y1, 
	 input signed [16:0] x2, 
	 input signed [16:0] y2,
	 output reg signed [16:0] a1, 
	 output reg signed [16:0] b1);
	 wire signed [16:0] w[3:0];
	 mul m0(x2,x1,w[0]);
	 mul m1(y2,y1,w[1]);
	 mul m2(x1,y2,w[2]);
	 mul m3(x2,y1,w[3]);
	 always @(*) begin
		 a1 <= w[0] - w[1];
		 b1 <= w[2] + w[3];
	 end
endmodule
module cmul3
	(input signed [16:0] x1, 
	 input signed [16:0] y1, 
	 input signed [16:0] x2, 
	 input signed [16:0] y2,
	 input signed [16:0] x3, 
	 input signed [16:0] y3,
	 output reg signed [16:0] a1, 
	 output reg signed [16:0] b1);
	 wire signed [16:0] w[4:0];
	 cmul c0(x1,y1,x2,y2,w[0],w[1]);
	 cmul c1(x3,y3,w[0],w[1],w[2],w[3]);
	 always @(*) begin
		 a1 <= w[2];
		 b1 <= w[3];
	 end
endmodule
module Hadamard
	(input signed [16:0] x1, 
	 input signed [16:0] y1, 
	 input signed [16:0] x2, 
	 input signed [16:0] y2,
	 output reg signed [16:0] a1, 
	 output reg signed [16:0] b1, 
	 output reg signed [16:0] a2, 
	 output reg signed [16:0] b2);
	wire signed [16:0] w[3:0];
	reg signed [16:0] f=17'b0_0_101101010000010;  
	mul m1((x2 + x1),f,w[0]);
	mul m2((y1 + y2),f,w[1]);
	mul m3((x1 - x2),f,w[2]);
	mul m4((y1 - y2),f,w[3]);
	always @(*) 
	begin
		a1 <= w[0];
		b1 <= w[1];
		a2 <= w[2];
		b2 <= w[3];
	end  
endmodule
module RTwo
	(input enable,  
	 input signed [16:0] x1, 
	 input signed [16:0] y1, 
	 input signed [16:0] x2, 
	 input signed [16:0] y2,
	 output reg signed [16:0] a1, 
	 output reg signed [16:0] b1, 
	 output reg signed [16:0] a2, 
	 output reg signed [16:0] b2);
	wire signed [16:0] w[3:0];
	assign w[0] = x1;
	assign w[1] = y1;
	assign w[2] = -y2;
	assign w[3] = x2;
	always @(*) begin
		if (enable == 1) begin
			a1 <= w[0];
			b1 <= w[1];
			a2 <= w[2];
			b2 <= w[3];
		end
		else begin
			a1<= x1;
			b1<= y1;
			a2<= x2;
			b2<= y2;
		end
	end
endmodule
module RThree
	(input enable, 
	 input signed [16:0] x1, 
	 input signed [16:0] y1, 
	 input signed [16:0] x2, 
	 input signed [16:0] y2,
	 output reg signed [16:0] a1, 
	 output reg signed [16:0] b1, 
	 output reg signed [16:0] a2, 
	 output reg signed [16:0] b2);
	wire signed [16:0] w[3:0];
	reg signed [16:0] f=17'b0_0_101101010000010;
	assign w[0] = x1;
	assign w[1] = y1;
	mul m5((x2 - y2),f,w[2]);
	mul m6((x2 + y2),f,w[3]);
	always @(*) begin
		if (enable == 1) begin
			a1 <= w[0];
			b1 <= w[1];
			a2 <= w[2];
			b2 <= w[3];
		end
		else begin
			a1<= x1;
			b1<= y1;
			a2<= x2;
			b2<= y2;
		end
	end
endmodule
module QFT
	(input [2:0]x,  
	 output reg signed [16:0]y1,  
	 output reg signed [16:0]y2,
	 output reg signed [16:0]y3,
	 output reg signed [16:0]y4,
	 output reg signed [16:0]y5,
	 output reg signed [16:0]y6,
	 output reg signed [16:0]y7,
	 output reg signed [16:0]y8,
	 output reg signed [16:0]y9,
	 output reg signed [16:0]y10,
	 output reg signed [16:0]y11,
	 output reg signed [16:0]y12,
	 output reg signed [16:0]y13,
	 output reg signed [16:0]y14,
	 output reg signed [16:0]y15,
	 output reg signed [16:0]y16);
	 wire signed [16:0] w[5:0][3:0];
	 wire signed [16:0] w2[7:0][1:0];
	 wire signed [16:0] w3[7:0][1:0];
	 reg signed [16:0] h[2:0][1:0];  
	 reg signed [16:0] y [7:0][1:0];
	 genvar i,j,k;
	 integer p,l;  
	 always @(*) begin  
		for (p=0;p<3;p=p+1) begin 
			if (x[p]==1) begin
				h[p][0] = 17'b0_0_000000000000000;
				h[p][1] = 17'b0_1_000000000000000;
			end
			else begin
				h[p][0] = 17'b0_1_000000000000000;
				h[p][1] = 17'b0_0_000000000000000;
			end
		end
	end
		Hadamard H1(h[2][0],17'b0,h[2][1],17'b0,w[0][0],w[0][1],w[0][2],w[0][3]);  
		RTwo R2_1(x[1],w[0][0],w[0][1],w[0][2],w[0][3],w[1][0],w[1][1],w[1][2],w[1][3]);  
		RThree R3_1(x[0],w[1][0],w[1][1],w[1][2],w[1][3],w[2][0],w[2][1],w[2][2],w[2][3]);  
		Hadamard H2(h[1][0],17'b0,h[1][1],17'b0,w[3][0],w[3][1],w[3][2],w[3][3]);  
		RTwo R2_2(x[0],w[3][0],w[3][1],w[3][2],w[3][3],w[4][0],w[4][1],w[4][2],w[4][3]);  
		Hadamard H3(h[0][0],17'b0,h[0][1],17'b0,w[5][0],w[5][1],w[5][2],w[5][3]);  
	 generate 
		 for(i=0;i<2;i=i+1) begin : beep
			for(j=0;j<2;j=j+1) begin : boop
				for(k=0;k<2;k=k+1) begin : scoop
					cmul c1 (w[4][(2*j)],w[4][(2*j)+1],w[2][(2*k)],w[2][(2*k)+1],w2[(4*i) + (2*j) + (k)][0],w2[(4*i) + (2*j) + (k)][1]);
					cmul c2 (w[5][(2*i)],w[5][(2*i)+1],w2[(4*i) + (2*j) + (k)][0],w2[(4*i) + (2*j) + (k)][1],w3[(4*i) + (2*j) + (k)][0],w3[(4*i) + (2*j) + (k)][1]);
				end
			end
		end	
	 endgenerate
	 always @(*) begin
	 for(l=0;l<8; l=l+1) begin
		y[l][0]<=w3[l][0];
		y[l][1]<=w3[l][1];
	 end
		y1 <= y[0][0]; y2 <= y[0][1];  
		y3 <= y[1][0]; y4 <= y[1][1];  
		y5 <= y[2][0]; y6 <= y[2][1];  
		y7 <= y[3][0]; y8 <= y[3][1];  
		y9 <= y[4][0]; y10 <= y[4][1];  
		y11 <= y[5][0]; y12 <= y[5][1];  
		y13 <= y[6][0]; y14 <= y[6][1];  
		y15 <= y[7][0]; y16 <= y[7][1];  
	 end
endmodule
module biny(input clk, output reg [2:0]state, output reg im,output reg signed [16:0] c);
	reg signed [16:0] x[7:0][1:0];
	genvar i,j;
	integer l,p=2,k=1;
	reg signed [16:0] y [7:0][1:0];
	wire signed [16:0] w [7:0][7:0][1:0]; 
	wire signed [16:0] w1 [7:0][7:0][1:0];
	reg [2:0]e; reg exc;
	always @(*) begin  
		x[7][0]=0;									x[7][1]=0;
		x[6][0]=0;									x[6][1]=0;
		x[5][0]=0;									x[5][1]=0;
		x[4][0]=0;									x[4][1]=0;
		x[3][0]=0;									x[3][1]=0;
		x[2][0]=0;									x[2][1]=0;
		x[1][0]=17'b0_0_101101010000010;		
		x[1][1]=0;
		x[0][0]=17'b0_0_101101010000010;	 
		x[0][1]=0;
	end
	generate  
	for(i=0; i<8;i=i+1) begin : one
		QFT Q(i,w[i][0][0],w[i][0][1],
				w[i][1][0],w[i][1][1],w[i][2][0],
				w[i][2][1],w[i][3][0],w[i][3][1],
				w[i][4][0],w[i][4][1],w[i][5][0],
				w[i][5][1],w[i][6][0],w[i][6][1],
				w[i][7][0],w[i][7][1]);
	end
	for(i=0; i<8; i=i+1) begin : two
		for(j=0; j<8; j=j+1)	begin : three
		cmul m1(x[i][0],x[i][1],w[i][j][0],w[i][j][1],w1[i][j][0],w1[i][j][1]);  
		end
	end
	endgenerate
	always @(*) begin  
		for(l=0;l<8; l=l+1) begin
			y[l][0] <= w1[0][l][0] + w1[1][l][0]+ w1[2][l][0] + w1[3][l][0] + w1[4][l][0] + w1[5][l][0] + w1[6][l][0] + w1[7][l][0]; 
			y[l][1] <= w1[0][l][1] + w1[1][l][1]+ w1[2][l][1] + w1[3][l][1] + w1[4][l][1] + w1[5][l][1] + w1[6][l][1] + w1[7][l][1];
		 end
	end
	always@(*) begin
		state <=p;
		im<=k;
		c<= y[p][k];
	end
endmodule
==> design/flow/run.sh <==
#!/bin/bash
# OpenROAD 26Q1-2900-gdf79404cd8, Yosys 0.63+post, stock flow scripts
make -C /OpenROAD-flow-scripts/flow DESIGN_CONFIG=/design/flow/config.mk WORK_HOME=/design/flow/orfs finish
==> design/flow/config.mk <==
export PLATFORM = sky130hd
export DESIGN_NAME = cmul3
export DESIGN_NICKNAME = cmul3
export VERILOG_FILES = /design/flow/design.v
export SDC_FILE = /design/flow/constraint.sdc
export NUM_CORES = 4
export LEC_CHECK = 1
export CORE_UTILIZATION = 40
==> design/flow/constraint.sdc <==
current_design cmul3

set clk_period 39.0
set clk_io_pct 0.2

create_clock -name clk0 -period $clk_period

set non_clock_inputs [all_inputs -no_clocks]
set_input_delay [expr $clk_period * $clk_io_pct] -clock clk0 $non_clock_inputs
set_output_delay [expr $clk_period * $clk_io_pct] -clock clk0 [all_outputs]
==> summary.rpt <==
PHYSICAL IMPLEMENTATION REPORT
----------------------------------------------------
[Power and ir drop]
  Switching part of the total ........................ 56.9%
  Cell leakage power ........................ 44.1 nW
  PD cells ........................ 7490 nW/µm²
  Net switching component of the power ........................ approximately 370 mW
  Highest ir drop seen on vdd ........................ 10.5 mV
  Internal power of the cells ........................ roughly 280 mW
  Power, Total ........................ 656 mW

[Logic synthesis]
  Synth Instances ........................ 9152
  Number of warnings issued by yosys ........................ 3
  Count of different cell masters after synthesis ........................ ~69
  XOR/XNOR Fraction of Synth Area ........................ 2.99%
  Compound-Gate Fraction of Synth Area ........................ 2.95%
  Synthesized area ........................ 83100 µm²
  Number of cells in Yosys stat ........................ 9152
  Simple logic cell fraction of the synthesized area ........................ 16.5%
  Multiplexer share ........................ 0%
  Dominant combinational family ........................ adder cells
  Part of the Yosys area used for sequential elements ........................ 0%
  Adder-Cell Fraction of Synth Area ........................ 64.6%
  Yosys stat area ........................ around 83000 µm²
  Post-synthesis area per instance ........................ 9.08 µm²

[Route]
  Via-per-instance ratio ........................ 4.85
  WL/cell ........................ 16.9 µm
  DRC violations left ........................ 0
  Count of nets left with antenna violations after detail routing ........................ 0
  First-pass detailed-route iteration total ........................ 7
  Overall via count from detail_route ........................ 56700
  Routed WL ........................ 197000 µm
  Number of design-rule violations left by the first detailed-router iteration ........................ 1973

[Global routing]
  Initial antenna violation count ........................ 1
  Global-route usage over all layers ........................ 21.8%
  Total congestion overflow after global routing ........................ 0
  Via count of the first global-routing pass ........................ approximately 63000
  First-pass GRT wire length ........................ 338000 µm
  Maximum number of pins on one net before global-route repair ........................ 36

[Critical path]
  Crit path largest cell delay ........................ about 0.73 ns
  Critical path required time ........................ about 31 ns
  WP data arrival ........................ around 26 ns
  Crit-path max FO ........................ 34
  Cell seen most often among critical-path stages ........................ sky130_fd_sc_hd__fa_1
  Type of element launching the critical path ........................ input port
  Critical-path top delay cell ........................ sky130_fd_sc_hd__fa_1
  Crit path kind ........................ input port to primary output
  Kind of end point of the critical path ........................ primary output

[Final timing]
  RSZ-0062 raised after global routing ........................ false
  Timing-limited maximum frequency ........................ 29.2 MHz
  Final max-slew violation count ........................ 0
  Crit share post-route ........................ between 80% and 90%
  WHS ........................ between 15 and 20 ns
  Post-route minimum period ........................ 34.22 ns
  Hold violation count in the final report ........................ 0
  Final setup violation count ........................ 0
  Total negative slack ........................ 0 ns
  Rel. slew slack ........................ 35.3%
  Measured slew at the worst slew-check pin ........................ 0.964 ns

[Job]
  Number of warnings in the stage logs ........................ 32
  Max-capacitance violation count ........................ 0

[Placement]
  Routability Congestion ........................ around 0.9
  Number of buffers inserted by port buffering ........................ 136
  Cell Count Post-Placement ........................ 11700
  Estimated wirelength of the detail-placed design ........................ 154000 µm

[Clock tree]
  Number of cells upsized or downsized after cts ........................ 0
  Hold-fix buffers, CTS ........................ 0
  Setup fix buffers added after clock tree synthesis ........................ 0

[Layout]
  Number of clock-tree buffers in the layout ........................ 0
  Area growth syn-to-layout ........................ 5.42%
  Core utilization of the finished layout ........................ 42.6%
  Logic area ........................ 72600 µm²
  Fillcell total ........................ 19600
  Final instance count without filler cells ........................ 11700
  Sequential cell area ........................ 0 µm²
  Share of cells above drive strength 1 ........................ 2.24%
  Layout sequential cell count ........................ 0

[Floorplanning]
  Full die area ........................ 209000 µm²
  Core Density at Floorplan ........................ ~40%
  Total core area ........................ a little over 200000 µm²
  I/O pins ........................ 136
  Vert. Die Dim ........................ 458 µm
  Row count ........................ 166
  Width of the die ........................ 458 µm

[Worst hold path]
  Worst min-delay path category ........................ input port to primary output
  Number of cells on the worst hold path ........................ 6

[Status]
  Status ........................ completed

----------------------------------------------------
==> worst max-delay path, delay by kind of cell <==
family | cells | cell delay, ns
AOI/OAI and AO/OA | 19 | 5.34
xor gates and xnor gates | 6 | 1.28
adders and majority gates | 16 | 7.53
buffers and inverters | 16 | 2.76
and+or+nand+nor | 10 | 1.68
==> power by group through the flow <==
| stage | sequential (mW) | clock (mW) | combinational (mW) |
|---|---|---|---|
| after CTS | 0 | 0 | 668 |
| after global routing | 0 | 0 | 712 |
==> routing by layer <==
metal	wire (µm)	up-vias	global-route usage (%)
met1	81700	28900	31.1
li1	-	25800	-
met5	0	-	0.0918
met2	94200	1893	34.0
met4	6390	0	5.09
met3	14900	189	6.68
==> metrics by stage <==
step,worst slack (ns),instance area [µm²]
floorplan,8.27,83100
global placement,4.96,87600
detailed placement,4.92,87600
CTS,4.82,87600
global route,3.53,87600
finish,4.78,87600
==> cell type report <==
type | instances | share of cell area, %
multi-input cells | 6289 | 82.9
inverters | 2443 | 10.5
well taps | 2688 | 3.84
repair buffers | 284 | 2.82
diodes | 2 | 0.00572
==> cell usage in the layout, fill, tap and decap left out, types with 52 or more instances in the layout <==
cell type and n:
sky130_fd_sc_hd__fa_1 2252, sky130_fd_sc_hd__nor2b_1 81, sky130_fd_sc_hd__nand2_1 1061, sky130_fd_sc_hd__clkdlybuf4s50_1 136, sky130_fd_sc_hd__a21oi_1 123, sky130_fd_sc_hd__nor2_1 197, sky130_fd_sc_hd__buf_4 148, sky130_fd_sc_hd__nor3_1 52
sky130_fd_sc_hd__o21ai_0 62, sky130_fd_sc_hd__inv_1 2442, sky130_fd_sc_hd__xnor2_1 196, sky130_fd_sc_hd__ha_1 688, sky130_fd_sc_hd__nand2b_1 98, sky130_fd_sc_hd__and2_1 1104
==> synth_stat cells, types with 3 or more instances <==
cell | instances | area share (%)
sky130_fd_sc_hd__inv_1 | 2442 | 11
sky130_fd_sc_hd__fa_1 | 2252 | 54
sky130_fd_sc_hd__and2_1 | 1104 | 8.3
sky130_fd_sc_hd__nand2_1 | 1061 | 4.8
sky130_fd_sc_hd__ha_1 | 688 | 10
sky130_fd_sc_hd__clkbuf_1 | 414 | 1.9
sky130_fd_sc_hd__xnor2_1 | 217 | 2.3
sky130_fd_sc_hd__nor2_1 | 199 | 0.90
sky130_fd_sc_hd__a21oi_1 | 124 | 0.75
sky130_fd_sc_hd__nand2b_1 | 98 | 0.74
sky130_fd_sc_hd__nor2b_1 | 81 | 0.61
sky130_fd_sc_hd__o21ai_0 | 62 | 0.37
sky130_fd_sc_hd__xor2_1 | 56 | 0.59
sky130_fd_sc_hd__nor3_1 | 52 | 0.31
sky130_fd_sc_hd__a21o_1 | 39 | 0.35
sky130_fd_sc_hd__o21a_1 | 36 | 0.33
sky130_fd_sc_hd__nand3_1 | 31 | 0.19
sky130_fd_sc_hd__nand4_1 | 19 | 0.14
sky130_fd_sc_hd__a211oi_1 | 12 | 0.11
sky130_fd_sc_hd__or2_2 | 12 | 0.090
sky130_fd_sc_hd__and3_1 | 11 | 0.083
sky130_fd_sc_hd__a21boi_0 | 10 | 0.090
sky130_fd_sc_hd__o21bai_1 | 10 | 0.090
sky130_fd_sc_hd__or3_1 | 10 | 0.075
sky130_fd_sc_hd__a31oi_1 | 7 | 0.053
sky130_fd_sc_hd__o211ai_1 | 7 | 0.063
sky130_fd_sc_hd__a2111oi_0 | 6 | 0.063
sky130_fd_sc_hd__and4_1 | 6 | 0.063
sky130_fd_sc_hd__buf_1 | 6 | 0.027
sky130_fd_sc_hd__nand4b_1 | 6 | 0.063
sky130_fd_sc_hd__a211o_1 | 5 | 0.053
sky130_fd_sc_hd__a41o_1 | 4 | 0.048
sky130_fd_sc_hd__o2111ai_1 | 4 | 0.042
sky130_fd_sc_hd__o22ai_1 | 4 | 0.030
sky130_fd_sc_hd__o41ai_1 | 4 | 0.042
sky130_fd_sc_hd__xnor3_1 | 4 | 0.11
sky130_fd_sc_hd__a221oi_1 | 3 | 0.032
sky130_fd_sc_hd__a311o_1 | 3 | 0.036
sky130_fd_sc_hd__nor4_1 | 3 | 0.023
sky130_fd_sc_hd__o31ai_1 | 3 | 0.027
sky130_fd_sc_hd__o41a_1 | 3 | 0.041
==> path summary, 6_finish.rpt <==
kind | start | end | slack (ns)
max | y1[8] | a1[16] | 4.78
min | y3[16] | b1[16] | 17.34
==> kinds of logic (layout without fill, tap and decap cells) <==
group | Yosys count | in the layout
buffers and inverters | 2863 | 2727
XOR/XNOR | 277 | 277
other | 0 | 2
AND/OR/NAND/NOR | 2701 | 2701
adder cells (fa/ha/maj) | 2940 | 2940
AND-OR/OR-AND | 371 | 371
No activity file was given, so power comes from the tool's default toggle rates.
